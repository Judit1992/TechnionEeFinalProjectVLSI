--- design/flow/config.mk ---
export PLATFORM = sky130hd
export DESIGN_NAME = gen_fip_sign_change_num_width
export DESIGN_NICKNAME = gen_fip_sign_change_num_width
export VERILOG_FILES = /design/flow/design.v
export SDC_FILE = /design/flow/constraint.sdc
export NUM_CORES = 4
export LEC_CHECK = 1
export CORE_AREA = 10 10 70 70
export DIE_AREA = 0 0 80 80
--- design/flow/constraint.sdc ---
current_design gen_fip_sign_change_num_width

set clk_period 6.1
set clk_io_pct 0.2

create_clock -name clk0 -period $clk_period

set non_clock_inputs [all_inputs -no_clocks]
set_input_delay [expr $clk_period * $clk_io_pct] -clock clk0 $non_clock_inputs
set_output_delay [expr $clk_period * $clk_io_pct] -clock clk0 [all_outputs]
--- design/flow/design.v ---
module gen_fip_sign_change_num_width # (
	parameter IN_NUM_INT_W 		= 6,  
	parameter IN_NUM_FRACT_W 	= 11,  
	parameter OUT_NUM_INT_W 	= 4,  
	parameter OUT_NUM_FRACT_W 	= 10,  
	parameter IN_NUM_W 		= IN_NUM_INT_W 	+ IN_NUM_FRACT_W,
	parameter OUT_NUM_W 		= OUT_NUM_INT_W + OUT_NUM_FRACT_W
	)	(
	input 				i_start_pls,
	input [IN_NUM_W-1:0]		i_num,
	output logic			o_done_pls,
	output logic [OUT_NUM_W-1:0]	o_num  
	 );
localparam IN_NUM_FRACT_START_IDX 	= 0;
localparam IN_NUM_INT_START_IDX	 	= IN_NUM_FRACT_W;
localparam OUT_NUM_FRACT_START_IDX 	= 0;
localparam OUT_NUM_INT_START_IDX	= OUT_NUM_FRACT_W;
localparam logic [IN_NUM_W-1:0]		IN_MAX_VAL 	= {1'b0 , { (IN_NUM_W - 1){1'b1} } };  
localparam logic [IN_NUM_W-1:0]		IN_MIN_VAL 	= {1'b1 , { (IN_NUM_W - 1){1'b0} } };  
localparam logic [OUT_NUM_W-1:0]	OUT_MAX_VAL 	= {1'b0 , { (OUT_NUM_W- 1){1'b1} } };  
localparam logic [OUT_NUM_W-1:0]	OUT_MIN_VAL 	= {1'b1 , { (OUT_NUM_W- 1){1'b0} } };  
logic 				in_num_gt_out_max;
logic 				in_num_lt_out_min;
logic [OUT_NUM_W-1:0]		lo_o_num_max;
logic [OUT_NUM_W-1:0]		lo_o_num_min;
logic [OUT_NUM_W-1:0]		lo_o_num_in_range;
assign o_done_pls 	= i_start_pls;
gen_fip_sign_comperator # (
 	.NUM1_INT_W 	 (IN_NUM_INT_W 	   	),  
 	.NUM2_INT_W 	 (OUT_NUM_INT_W   	),  
 	.NUM1_FRACT_W 	 (IN_NUM_FRACT_W     	),
 	.NUM2_FRACT_W 	 (OUT_NUM_FRACT_W  	)
 	) u_cmprtr_gt_out_max_inst	(
 	.i_start_pls	(i_start_pls),
 	.i_num1		(i_num),
 	.i_num2		(OUT_MAX_VAL),
 	.o_done_pls	(),
 	.o_res 		(in_num_gt_out_max) 
 	 );
gen_fip_sign_comperator # (
 	.NUM1_INT_W 	 (OUT_NUM_INT_W    	),  
 	.NUM2_INT_W 	 (IN_NUM_INT_W   	),  
 	.NUM1_FRACT_W 	 (OUT_NUM_FRACT_W     	),
 	.NUM2_FRACT_W 	 (IN_NUM_FRACT_W  	)
 	) u_cmprtr_lt_out_min_inst	(
 	.i_start_pls	(i_start_pls),
 	.i_num1		(OUT_MIN_VAL),
 	.i_num2		(i_num),
 	.o_done_pls	(),
 	.o_res 		(in_num_lt_out_min) 
 	 );
assign lo_o_num_max 	= OUT_MAX_VAL;
assign lo_o_num_min	= OUT_MIN_VAL;
always_comb
	begin
	if (in_num_gt_out_max)  
		begin
		o_num = lo_o_num_max;
		end
	else if (in_num_lt_out_min)  
		begin
		o_num = lo_o_num_min;
		end
	else  
		begin
		o_num = lo_o_num_in_range;  	
		end
	end  
generate
	if ( (OUT_NUM_FRACT_W<=IN_NUM_FRACT_W) && (OUT_NUM_INT_W<=IN_NUM_INT_W) )
		begin: IF_OUT_FRACT_LTE_IN_FRACT_AND_OUT_INT_LTE_IN_INT
		assign lo_o_num_in_range[OUT_NUM_W-1]  				= i_num[IN_NUM_W-1];  
		assign lo_o_num_in_range[OUT_NUM_FRACT_START_IDX+:OUT_NUM_FRACT_W] 	= i_num[(IN_NUM_INT_START_IDX-1)-:OUT_NUM_FRACT_W];  
		if (OUT_NUM_INT_W>1)
			begin: IF_OUT_NUM_INT_W_GT_1
			assign lo_o_num_in_range[OUT_NUM_INT_START_IDX+:(OUT_NUM_INT_W-1)] = i_num[IN_NUM_INT_START_IDX+:(OUT_NUM_INT_W-1)];  
			end
		end  
	else if ( (OUT_NUM_FRACT_W<=IN_NUM_FRACT_W) && (OUT_NUM_INT_W>IN_NUM_INT_W) )
		begin: IF_OUT_FRACT_LTE_IN_FRACT_AND_OUT_INT_GT_IN_INT
		assign lo_o_num_in_range[OUT_NUM_W-1]  				= i_num[IN_NUM_W-1];  
		assign lo_o_num_in_range[OUT_NUM_FRACT_START_IDX+:OUT_NUM_FRACT_W] = i_num[(IN_NUM_INT_START_IDX-1)-:OUT_NUM_FRACT_W];  
		if (OUT_NUM_INT_W>1)
			begin: IF_OUT_NUM_INT_W_GT_1
			assign o_num[OUT_NUM_INT_START_IDX+:(OUT_NUM_INT_W-1)]	= {(OUT_NUM_INT_W-1){i_num[IN_NUM_W-1]}};  
			end	
		end  
	else if ( (OUT_NUM_FRACT_W>IN_NUM_FRACT_W) && (OUT_NUM_INT_W<=IN_NUM_INT_W) )
		begin: IF_OUT_FRACT_GT_IN_FRACT_AND_OUT_INT_LTE_IN_INT
		assign o_num[OUT_NUM_W-1]  				= i_num[IN_NUM_W-1];  
		assign o_num[OUT_NUM_FRACT_START_IDX+:OUT_NUM_FRACT_W] = {i_num[(IN_NUM_INT_START_IDX-1)-:IN_NUM_FRACT_W],{(IN_NUM_FRACT_W-OUT_NUM_FRACT_W){1'b0}}};  
		if (OUT_NUM_INT_W>1)
			begin: IF_OUT_NUM_INT_W_GT_1
			assign o_num[OUT_NUM_INT_START_IDX+:(OUT_NUM_INT_W-1)]	= i_num[IN_NUM_INT_START_IDX+:(OUT_NUM_INT_W-1)];  
			end
		end  
	else  
		begin: IF_OUT_FRACT_GT_IN_FRACT_AND_OUT_INT_GT_IN_INT
		assign o_num[OUT_NUM_W-1]  				= i_num[IN_NUM_W-1];  
		assign o_num[OUT_NUM_FRACT_START_IDX+:OUT_NUM_FRACT_W] = {i_num[(IN_NUM_INT_START_IDX-1)-:IN_NUM_FRACT_W],{(IN_NUM_FRACT_W-OUT_NUM_FRACT_W){1'b0}}};  
		if (OUT_NUM_INT_W>1)
			begin: IF_OUT_NUM_INT_W_GT_1
			assign o_num[OUT_NUM_INT_START_IDX+:(OUT_NUM_INT_W-1)]	= {(OUT_NUM_INT_W-1){i_num[IN_NUM_W-1]}};  
			end	
		end  
endgenerate
endmodule
module gen_fip_sign_comperator # (
	parameter NUM1_INT_W 	= 1,  
	parameter NUM2_INT_W 	= 1,  
	parameter NUM1_FRACT_W 	= 5,
	parameter NUM2_FRACT_W 	= 5,
	parameter NUM1_W 		= NUM1_INT_W + NUM1_FRACT_W,
	parameter NUM2_W 		= NUM2_INT_W + NUM2_FRACT_W
	)	(
	input 				i_start_pls,
	input [NUM1_W-1:0]		i_num1,
	input [NUM2_W-1:0]		i_num2,
	output logic 			o_done_pls,
	output logic 			o_res  
	 );
localparam COMMON_INT_W 		= (NUM1_INT_W 	> NUM2_INT_W	) ? NUM1_INT_W+1 : NUM2_INT_W+1; 
localparam COMMON_FRACT_W 		= (NUM1_FRACT_W > NUM2_FRACT_W	) ? NUM1_FRACT_W : NUM2_FRACT_W;
localparam COMMON_W 			= COMMON_INT_W  + COMMON_FRACT_W;
localparam NUM1_FRACT_START_IDX 	= 0;
localparam NUM1_INT_START_IDX 		= NUM1_FRACT_W;
localparam NUM2_FRACT_START_IDX 	= 0;
localparam NUM2_INT_START_IDX 		= NUM2_FRACT_W;
localparam COMMON_FRACT_START_IDX  	= 0;
localparam COMMON_INT_START_IDX 	= COMMON_FRACT_W;
logic [COMMON_W-1:0]	num1_4cmpr;
logic [COMMON_W-1:0]	num2_4cmpr;
logic 			num1_sign;
logic 			num2_sign;
logic [COMMON_W-1:0] 	num1_abs;
logic [COMMON_W-1:0] 	num2_abs;
assign num1_4cmpr [COMMON_FRACT_START_IDX +: COMMON_FRACT_W] = {i_num1[NUM1_FRACT_START_IDX+:NUM1_FRACT_W]	,{(COMMON_FRACT_W-NUM1_FRACT_W){1'b0}}};
assign num1_4cmpr [COMMON_INT_START_IDX   +: COMMON_INT_W  ] = {{(COMMON_INT_W-NUM1_INT_W){i_num1[NUM1_W-1]}}, i_num1[NUM1_INT_START_IDX+:NUM1_INT_W]};
assign num2_4cmpr [COMMON_FRACT_START_IDX +: COMMON_FRACT_W] = {i_num2[NUM2_FRACT_START_IDX+:NUM2_FRACT_W]	,{(COMMON_FRACT_W-NUM2_FRACT_W){1'b0}}};
assign num2_4cmpr [COMMON_INT_START_IDX   +: COMMON_INT_W  ] = {{(COMMON_INT_W-NUM2_INT_W){i_num2[NUM2_W-1]}}, i_num2[NUM2_INT_START_IDX+:NUM2_INT_W]};
assign num1_sign = num1_4cmpr[COMMON_W-1];
assign num1_abs  = (num1_sign) ? (~(num1_4cmpr-1'b1)) : num1_4cmpr;
assign num2_sign = num2_4cmpr[COMMON_W-1];
assign num2_abs  = (num2_sign) ? (~(num2_4cmpr-1'b1)) : num2_4cmpr;
always_comb
	begin
	if ((num1_sign==1'b0) && (num2_sign==1'b0))  
		begin
		o_res = num1_abs >= num2_abs;
		end
	else if ((num1_sign==1'b1) && (num2_sign==1'b1))  
		begin
		o_res = num1_abs <= num2_abs;
		end
	else 
		begin
		o_res = (~num1_sign) & num2_sign;
		end
	end
assign o_done_pls = i_start_pls;
endmodule
--- design/flow/run.sh ---
#!/bin/bash
# OpenROAD 26Q1-2900-gdf79404cd8, Yosys 0.63+post, stock flow scripts
make -C /OpenROAD-flow-scripts/flow DESIGN_CONFIG=/design/flow/config.mk WORK_HOME=/design/flow/orfs finish
==> results.cfg <==
; yosys + openroad results
[grt]
grt_antenna_before_repair = 0
grt_pass1_wl_um = 2040
grt_remaining_overflow = 0
grt_max_degree = 18
grt_use_total_pct = 3.95
grt_pass1_vias = 422

[run_status]
status = complete, no violations

[power_and_ir_drop]
p_switching_w = 0.0000135
pwr-share-seq_pct = 0
swShare_pct = 31.7
total_power_w = 0.0000425
p_per_area_nw_per_um2 = 64.0
p_clk_share_pct = 0
leakagePower_nw = 0.329
comb_power_share_pct = 100.0
internal_power_w = 0.0000290
vdd_drop_max_uv = 21.4

[floorplan]
dieArea_um2 = 6400
dieWidth_um = 80
ios = 33
fp_util_pct = 9.85
num_rows = 21
die_y_um = 80
core_area_um2 = 3420

[drt]
vias = 363
totalWireLength_um = 1270
dr.first_iter.drc_count = 4
ant_nets = 0
via_per_inst = 3.13
firstDrtPassIters = 2
antenna-diode-count = 0
drc = 0
wl_per_cell_um = 10.9

[synth]
ys_seq_share_pct = 0
avgSynthCellArea_um2 = 7.65
yosysUniqueCellTypes = 18
synthCells = 44
synth.most_common_cell = inv_1
top_cells_by_area = mux2i_1, inv_1, mux2i_4
synthAoiAreaFrac_pct = 7.43
ys_sh_simple_pct = 16.0
ys_sh_adder_pct = 3.72
ys_chip_area_um2 = 337
ys_cells = 44
synth_area_um2 = 337
largest_area_cell = mux2i_1
synthMuxAreaShare_pct = 45.4
top_area_share_pct = 38.7
yosys-top-cells-count = inv_1, mux2i_1, clkbuf_1
ys_sh_xor_pct = 0
netlist_logic_family_top = multiplexers
synth-warning-count = 3

[critical_path]
worst_setup_path_end_kind = output port
critPathKind = input port to output port
start_kind = input port
critPathMaxFanout = 17
cp_data_required_time_ns = 4.88
crit_arrival_ns = 3.63

[placed_design]
pre_cts_slack_ns = 1.18
routabilityCongestion = 0.681
hpwl_um = 1140
portBuffers = 31
dp.cells = 116

[worst_hold_path]
hp-class = input port to output port

[cells_and_area]
clkbuf_count = 0
ff_count = 0
final_cells = 116
area.growth.synth_to_final_pct = 97.4
seqCellArea_um2 = 0
final_util_pct = 19.5
drive_above_1_share_pct = 7.14

[flow_run]
maxCapViolCount = 0
warnings = 33

[timing]
worstMarginPinSlew_ns = 0.635
max_freq_ghz = 0.206
setup_viol = 0
fin_crit_ns = 4.85
setup-tns-final_ns = 0
rsz0062_at_grt = false
max-slew-margin-rel_pct = 56.8
period_used_pct = 79.5
finalHoldViolCount = 0
setup_slack_ns = 1.25
maxSlewViolCount = 0

[clocking]
cts_setup_buffers = 0
post_cts_resize_count = 0
holdBufCountCts = 0
## final timing paths
path / start / end / cells past startpoint
setup / recovery: i_num[16] / o_num[7] / 6
hold / removal: i_start_pls / o_done_pls / 0
## logic make-up after synthesis
kind of cell / Yosys count
AOI/OAI and AO/OA: 3
adders and majority gates: 1
buffers and inverters: 19
muxes: 14
and+or+nand+nor: 7
## power groups by stage
stage | sequential [W] | combinational, W | clock, W
after CTS | 0 | 0.0000441 | 0
after global routing | 0 | 0.0000474 | 0
final | 0 | 0.0000425 | 0
## critical path: stages
cell	delay, ns
clkdlybuf4s50_1	0.81
or2_1	0.23
a21oi_2	0.08
mux2i_4	0.52
mux2i_1	0.25
clkdlybuf4s50_1	0.51
## area by class of cell
class                      count  area (um2)
tap                           46        57.6
fill                         397        2750
timing repair buffer          31         310
multi-input combinational     25         244
inverter                      14        52.6
## cell usage in the layout (no fill, tap or decap)
master	count
nor4b_2	1
nor3_1	1
mux2i_4	1
inv_1	14
clkdlybuf4s50_1	31
or2_1	1
nand3_1	1
a21oi_2	1
nor2_1	1
ha_1	1
o21ai_2	1
mux2i_1	13
nor4_2	1
o211ai_1	1
nand4_1	1
## per-stage QoR
step                hold WS [ns]  area, um2
detailed placement          2.44        664
finish                      2.44        664
floorplan                   2.50        337
global route                2.44        664
CTS                         2.44        664
global placement            2.44        664
## per-layer routing
metal	global-route usage, %	vias up	routed length, um	share of wire (%)
met4	0	0	0	0
met3	1.93	0	156	12
met5	0	-	0	0
met1	4.42	156	501	40
li1	-	191	-	-
met2	6.98	16	609	48
Power figures rest on the tool's default switching activity, not on a simulated workload.
