--- ./design.v ---
module ga_42bit_rand_gen #(
	parameter SIM_DLY 	= 1
	)	( 
	input 					clk, 
	input 					rstn,
	input 					sw_rst,
	output logic [41:0]			rand_42bit
	);
genvar gv0;
genvar gv1;
logic [0:41] 		lo_rand;
logic 			xor_41_40;
logic 			xor_19_18;
logic 			xor_41_40_19_18;
generate for (gv1=0 ; gv1<42 ; gv1++)
	begin: SET_OUTPUT
	assign rand_42bit [gv1] = lo_rand [41-gv1];
	end
endgenerate
assign xor_41_40 	= lo_rand[41] 	^ lo_rand[40];
assign xor_19_18 	= lo_rand[19] 	^ lo_rand[18];
assign xor_41_40_19_18 	= xor_41_40 	^ xor_19_18;
always_ff @ (posedge clk or negedge rstn) 
	begin
	if (~rstn)		lo_rand[0]  <= #SIM_DLY 1'b1;
	else
		begin
		if (sw_rst) 	lo_rand[0]  <= #SIM_DLY 1'b1;
		else		lo_rand[0]  <= #SIM_DLY xor_41_40_19_18;
		end	
	end
generate for (gv0=1 ; gv0<42 ; gv0++)
	begin: GEN_RAND_SHIFT_REG
	always_ff @ (posedge clk or negedge rstn) 
		begin
		if (~rstn)   		lo_rand[gv0]  <= #SIM_DLY 1'b0;
		else
			begin
			if (sw_rst) 	lo_rand[gv0]  <= #SIM_DLY 1'b0;
			else 		lo_rand[gv0]  <= #SIM_DLY lo_rand[gv0-1];
			end
		end	
	end
endgenerate
endmodule
--- ./run.sh ---
#!/bin/bash
# OpenROAD 26Q1-2900-gdf79404cd8, Yosys 0.63+post, stock flow scripts
make -C /OpenROAD-flow-scripts/flow DESIGN_CONFIG=/design/flow/config.mk WORK_HOME=/design/flow/orfs finish
--- ./config.mk ---
export PLATFORM = sky130hd
export DESIGN_NAME = ga_42bit_rand_gen
export DESIGN_NICKNAME = ga_42bit_rand_gen
export VERILOG_FILES = /design/flow/design.v
export SDC_FILE = /design/flow/constraint.sdc
export NUM_CORES = 4
export LEC_CHECK = 1
export CORE_UTILIZATION = 30
--- ./constraint.sdc ---
current_design ga_42bit_rand_gen

set clk_period 1.3
set clk_io_pct 0.2

create_clock -name clk0 -period $clk_period [get_ports {clk}]

set non_clock_inputs [all_inputs -no_clocks]
set_input_delay [expr $clk_period * $clk_io_pct] -clock clk0 $non_clock_inputs
set_output_delay [expr $clk_period * $clk_io_pct] -clock clk0 [all_outputs]
==> flow_metrics.py <==
# Synthesis and PnR figures
metrics = {
    "outcome": {
        "status": "finished, violations left",
        "violations": "hold timing",
    },
    "grt": {
        "grt_max_degree": 43,
        "grt-ovfl-total": 0,
        "grt_pass1_wl_microns": 4167,
        "antenna_found_initial": 0,
        "grt_pass1_vias": 869,
        "grtUsageTotal_pct": 11.38,
    },
    "logic_synthesis": {
        "synth.distinct_cells": 7,
        "synth_cells": 91,
        "syn-cell-area_sq_mm": 0.001361,
        "ys.flops": 42,
        "ys_cells": 91,
        "synth-area-yosys_sq_mm": 0.001361,
        "postSynthSeqShare_pct": 77.30,
        "synth_warnings": 1,
        "synth_area_per_cell_sq_um": 14.96,
    },
    "route": {
        "drt-initial-drc-count": 29,
        "ant_nets": 0,
        "drc": 0,
        "routed_wl_microns": 2387,
        "vias": 843,
        "antenna_cells_inserted": 0,
        "drt-pass1-iter-count": 2,
        "via_per_inst": 4.194,
        "wire_per_inst_microns": 11.88,
    },
    "placement": {
        "io_buffers": 44,
        "globalplace.congestion": 0.6945,
        "dp_hpwl_microns": 1559,
        "place_inst": 185,
    },
    "sta": {
        "rsz0062_at_grt": "false",
        "skew_ps": 2.596,
        "fmax_ghz": 0.8066,
        "finalSetupTns_ps": 0,
        "period_used_pct": 95.37,
        "setup_viol": 0,
        "whs_ps": -100.5,
        "max-slew-margin-rel_pct": 72.46,
        "finalMaxSlewViolations": 0,
        "worst_pin_slew_ps": 413.2,
        "finalHoldViolations": 19,
        "fin_crit_ps": 1240,
    },
    "clock_network": {
        "cts_buffer_depth": 2,
        "hold_buffers": 2,
        "numClockSinks": 42,
        "cts_root_buffer": "clkbuf_8",
        "htree_levels": 2,
        "cts_made_buffers": 5,
        "cts_tree": "yes",
        "clkTransAtPathRegs_ps": 70,
        "clkLatencyLatePin_ps": 280,
    },
    "run": {
        "maxCapViolCount": 0,
        "tool_warnings": 26,
    },
    "finish": {
        "layout-drive-gt1-share_pct": 12.08,
        "fillers": 403,
        "regArea_sq_mm": 0.001052,
        "area_delta_synth_final_pct": 45.77,
        "final_cell_count_no_fill": 201,
        "largest_register_ffs": 42,
        "largestRegisters": "lo_rand: 42 flops",
        "layout_top_cells": "nor2b_1, dfrtp_1, dlygate4sd2_1",
        "top_register": "lo_rand",
        "logic_area_sq_um": 289.0,
    },
    "power": {
        "p_leak_nw": 1.155,
        "p_per_area_mw_per_mm2": 1115,
        "ir_drop_mv": 0.7280,
    },
    "setup_path": {
        "crit_fanout": 2,
        "critPathRequiredTime_ps": 1040,
        "slowest_delay_ps": 530,
        "end_kind": "output pin",
        "path_class": "flop to output pin",
        "critPathTopFamily": "flip-flops",
        "ff2ff_setup_slack_ps": 250,
        "critPathBufInv": 1,
        "cpMaxStageDelayCell": "dfstp_2",
        "cp_data_arrival_time_ps": 980,
        "start_kind": "flop",
        "crit_path_cell_trace": "clkdlybuf4s15_1",
    },
    "hold_path": {
        "hold_class": "primary input to asynchronous set/reset pin",
    },
    "floorplanning": {
        "ios": 45,
        "rows": 24,
        "fp_util_pct": 31.26,
        "core_area_sq_mm": 0.004354,
        "die_x_microns": 69.36,
        "die_area_sq_mm": 0.004811,
        "die_y_microns": 69.36,
    },
}
-- Yosys cell counts --
master | number | area share, %
xor2_1 | 2 | 1.3
dfrtp_1 | 41 | 75
nand2b_1 | 1 | 0.46
xnor2_1 | 1 | 0.64
nor2b_1 | 41 | 19
dfstp_2 | 1 | 1.9
buf_2 | 4 | 1.5
-- worst paths after layout --
path                        startpoint             end  cells after the start
setup / recovery            lo_rand[0]  rand_42bit[41]                      1
hold / removal                    rstn     lo_rand[31]                      1
setup reg to reg           lo_rand[18]      lo_rand[0]                      4
hold reg to reg            lo_rand[29]     lo_rand[30]                      1
max in group asynchronous         rstn      lo_rand[7]                      3
min in group clk0          lo_rand[29]     lo_rand[30]                      1
-- report_power, final --
group          switching (mW)  internal, mW  total [mW]
Clock                   0.393         0.428       0.821
Sequential            0.00262          1.31        1.32
Combinational          0.0477        0.0275      0.0752
-- metal layers --
| layer | routed length, microns | vias up | track usage, % |
|---|---|---|---|
| li1 | - | 391 | - |
| met5 | 0 | - | 0 |
| met3 | 161 | 6 | 3.982 |
| met4 | 50 | 0 | 1.814 |
| met2 | 1044 | 33 | 16.18 |
| met1 | 1130 | 413 | 18.12 |
-- cell families (layout without fill, tap and decap cells) --
| logic type | count (synthesis) | count (layout) | share of synthesized area, % |
|---|---|---|---|
| DFF | 42 | 42 | 77.30 |
| and+or+nand+nor | 42 | 42 | 19.30 |
| buffers and inverters | 4 | 62 | 1.471 |
| xor gates and xnor gates | 3 | 3 | 1.930 |
-- through the flow --
step	setup WS [ps]	hold slack [ps]	utilization, %	instance area [sq um]	total power [mW]
6_report	60.22	-100.5	45.57	1984	2.212
3_5_place_dp	76.82	250.2	43.22	1882	1.419
3_3_place_gp	83.23	241.0	43.22	1882	1.417
2_1_floorplan	498.4	-35.59	-	1361	1.361
5_1_grt	16.28	-76.44	45.57	1984	2.327
4_1_cts	17.44	492.5	45.78	1993	2.246
-- final cells by class --
type,instances,area share (%)
tap,52,3.279
clock buffer,7,4.351
timing repair buffer,54,24.53
sequential,42,53.03
multi-input combinational,45,14.56
clock inverter,1,0.2522
-- timing repair --
action | in CTS | in global routing
buffers inserted | 7 | 0
cloned | 0 | 0
setup endpoints to repair | 42 | 20
resized | 42 | 1
hold endpoints to repair | 19 | 19
No activity file was given, so power comes from the tool's default toggle rates.
